==> /design/flow/design.v <==
module seven_segment_driver(
	input [3:0] data_in,
	output reg [6:0] data_out
);
always @(*) begin
	case (data_in)
		4'h0: data_out[6:0] = ~7'b0111111;
		4'h1: data_out[6:0] = ~7'b0000110;
		4'h2: data_out[6:0] = ~7'b1011011;
		4'h3: data_out[6:0] = ~7'b1001111;
		4'h4: data_out[6:0] = ~7'b1100110;
		4'h5: data_out[6:0] = ~7'b1101101;
		4'h6: data_out[6:0] = ~7'b1111101;
		4'h7: data_out[6:0] = ~7'b0000111;
		4'h8: data_out[6:0] = ~7'b1111111;
		4'h9: data_out[6:0] = ~7'b1101111;
		4'hA: data_out[6:0] = ~7'b1110111;
		4'hB: data_out[6:0] = ~7'b1111100;
		4'hC: data_out[6:0] = ~7'b0111001;
		4'hD: data_out[6:0] = ~7'b1011110;
		4'hE: data_out[6:0] = ~7'b1111001;
		4'hF: data_out[6:0] = ~7'b1110001;
	endcase
end
endmodule
==> /design/flow/run.sh <==
#!/bin/bash
# OpenROAD 26Q1-2900-gdf79404cd8, Yosys 0.63+post, stock flow scripts
make -C /OpenROAD-flow-scripts/flow DESIGN_CONFIG=/design/flow/config.mk WORK_HOME=/design/flow/orfs finish
==> /design/flow/config.mk <==
export PLATFORM = sky130hd
export DESIGN_NAME = seven_segment_driver
export DESIGN_NICKNAME = seven_segment_driver
export VERILOG_FILES = /design/flow/design.v
export SDC_FILE = /design/flow/constraint.sdc
export NUM_CORES = 4
export LEC_CHECK = 1
export CORE_AREA = 10 10 70 70
export DIE_AREA = 0 0 80 80
==> /design/flow/constraint.sdc <==
current_design seven_segment_driver

set clk_period 2.0
set clk_io_pct 0.2

create_clock -name clk0 -period $clk_period

set non_clock_inputs [all_inputs -no_clocks]
set_input_delay [expr $clk_period * $clk_io_pct] -clock clk0 $non_clock_inputs
set_output_delay [expr $clk_period * $clk_io_pct] -clock clk0 [all_outputs]
==> run_summary.xml <==
<?xml version="1.0" encoding="UTF-8"?>
<metrics>
  <group name="run_status">
    <metric name="run_status" unit="">complete, no violations</metric>
  </group>
  <group name="cells_and_area">
    <metric name="final_cell_area" unit="µm²">524</metric>
    <metric name="num-clock-buffers" unit="">0</metric>
    <metric name="n_fill_cell" unit="">384</metric>
    <metric name="syn_to_final_growth" unit="%">90.5</metric>
    <metric name="final_common_cell" unit="">sky130_fd_sc_hd__buf_4</metric>
    <metric name="ff_latch_area" unit="µm²">0</metric>
    <metric name="drive_above_1_share" unit="%">45.3</metric>
    <metric name="final_cells" unit="">99</metric>
    <metric name="layout.cells.most_common_list" unit="">sky130_fd_sc_hd__buf_4 (10), sky130_fd_sc_hd__dlygate4sd2_1 (5), sky130_fd_sc_hd__mux2i_1 (4), sky130_fd_sc_hd__nor2_1 (4), sky130_fd_sc_hd__ha_1 (4)</metric>
    <metric name="n_sequential_cell" unit="">0</metric>
  </group>
  <group name="timing">
    <metric name="worst_slew_pin_slew" unit="ns">0.147</metric>
    <metric name="timing.setup.tns" unit="ns">0</metric>
    <metric name="min_period" unit="ns">1.93</metric>
    <metric name="slew_violations" unit="">0</metric>
    <metric name="postLayoutSetupSlackWorst" unit="ns">0.0711</metric>
    <metric name="timing.slew.headroom" unit="%">89.9</metric>
    <metric name="setup_violations" unit="">0</metric>
    <metric name="grt_setup_unrepaired" unit="">false</metric>
    <metric name="fin_crit_sh" unit="%">96.4</metric>
    <metric name="hold_viol_final" unit="">0</metric>
    <metric name="max_freq" unit="GHz">0.518</metric>
  </group>
  <group name="floorplan">
    <metric name="floorplan.core_util" unit="%">8.06</metric>
    <metric name="rows" unit="">21</metric>
    <metric name="floorplan.die.height" unit="µm">80</metric>
    <metric name="placeableCoreArea" unit="µm²">3420</metric>
    <metric name="die_span_in_x" unit="µm">80</metric>
    <metric name="io-pin-count" unit="">11</metric>
    <metric name="die_area" unit="µm²">6400</metric>
  </group>
  <group name="global_route">
    <metric name="grt.total_usage" unit="%">2.38</metric>
    <metric name="grt_first_pass_wirelength" unit="mm">1.32</metric>
    <metric name="grt_start_max_net_pins" unit="">7</metric>
    <metric name="via_count_of_the_first_global_routing_pass" unit="">287</metric>
    <metric name="globalRouteOverflowTotal" unit="">0</metric>
    <metric name="grt_antenna_before_repair" unit="">0</metric>
  </group>
  <group name="place">
    <metric name="place_hpwl" unit="µm">621</metric>
    <metric name="dpl_worst_slack" unit="ns">-0.708</metric>
    <metric name="postPlaceCellArea" unit="µm²">502</metric>
    <metric name="port-buffer-count" unit="">11</metric>
    <metric name="post-place-cells" unit="">97</metric>
    <metric name="gp_congestion" unit="">0.805</metric>
  </group>
  <group name="synthesis">
    <metric name="synthesis.area_per_instance" unit="µm²">8.60</metric>
    <metric name="largest_area_cell" unit="">sky130_fd_sc_hd__ha_1</metric>
    <metric name="netlist.area_leader.share" unit="%">31.8</metric>
    <metric name="yosys.cell_types.count" unit="">15</metric>
    <metric name="synth.yosys.warnings" unit="">1</metric>
    <metric name="ys_seq_share" unit="%">0</metric>
    <metric name="synth-area-yosys" unit="µm²">275</metric>
    <metric name="post_synth_main_area_contributors" unit="">sky130_fd_sc_hd__ha_1 (32%), sky130_fd_sc_hd__mux2i_1 (15%), sky130_fd_sc_hd__mux4_1 (9.5%)</metric>
    <metric name="mappedNetlistArea" unit="µm²">275</metric>
    <metric name="postSynthCellCount" unit="">32</metric>
    <metric name="ys_cells" unit="">32</metric>
  </group>
  <group name="pwr">
    <metric name="power_leakage" unit="µW">0.000260</metric>
    <metric name="design_power_total" unit="µW">89.2</metric>
    <metric name="ir_worst_vdd" unit="mV">0.0209</metric>
    <metric name="power_per_cell_area" unit="nW/µm²">170</metric>
  </group>
  <group name="routing">
    <metric name="antenna_cells_inserted" unit="">0</metric>
    <metric name="drt-wirelength-per-cell" unit="µm">7.85</metric>
    <metric name="antenna_violating_nets_post_route" unit="">0</metric>
    <metric name="drc_errors" unit="">0</metric>
    <metric name="detail_route.first_pass.iterations" unit="">3</metric>
    <metric name="first_iter_violations" unit="">4</metric>
    <metric name="drt-vias-per-instance" unit="">2.90</metric>
    <metric name="via_count" unit="">287</metric>
    <metric name="final_wirelength" unit="µm">777</metric>
  </group>
  <group name="critical_path">
    <metric name="critPathArrivalTime" unit="ns">1.53</metric>
    <metric name="crit_path_max_delay_cell_type" unit="">sky130_fd_sc_hd__mux4_2</metric>
    <metric name="cp-start-kind" unit="">primary input</metric>
    <metric name="cp_max_fo" unit="">5</metric>
    <metric name="cp_data_required_time" unit="ns">1.60</metric>
    <metric name="worst_setup_path_end_kind" unit="">primary output</metric>
    <metric name="criticalPathCategory" unit="">primary input to primary output</metric>
    <metric name="critPathMostFrequentCell" unit="">sky130_fd_sc_hd__buf_4</metric>
    <metric name="max_stage_delay" unit="ns">0.46</metric>
    <metric name="critical_path_cell_by_cell" unit="">buf_4, buf_4, ha_2, mux4_2, clkdlybuf4s15_1</metric>
  </group>
  <group name="clock_tree">
    <metric name="cts.hold.buffers_added" unit="">0</metric>
  </group>
  <group name="flow_run">
    <metric name="maxCapViolations" unit="">0</metric>
    <metric name="tool_warnings" unit="">39</metric>
  </group>
  <group name="worst_hold_path">
    <metric name="min-delay-path-class" unit="">primary input to primary output</metric>
  </group>
</metrics>
==> path summary, 6_finish.rpt <==
check                 startpoint           to  depth (start not counted)
worst min-delay path  data_in[0]  data_out[4]                          5
worst max-delay path  data_in[0]  data_out[3]                          5
==> logic make-up (layout without fill, tap and decap cells) <==
kind of cell | Yosys count | count (layout) | synth area share (%)
AOI/OAI and AO/OA | 6 | 6 | 15.5
adders and majority gates | 7 | 7 | 31.8
buffers and inverters | 5 | 26 | 10.0
muxes | 6 | 6 | 28.2
and+or+nand+nor | 8 | 8 | 14.5
==> critical path: cells and delay by family <==
kind	cells	cell delay [ns]
buffers and inverters	3	0.47
multiplexers	1	0.46
adder cells (fa/ha/maj)	1	0.20
==> report_power, final <==
part / leakage (µW) / internal, µW / total [µW] / switching (µW)
registers: 0 / 0 / 0 / 0
clock network: 0 / 0 / 0 / 0
logic: 0.000260 / 54.5 / 89.2 / 34.7
==> timing repair <==
item,in CTS,in global routing
setup endpoints to repair,7,4
resized,31,4
hold endpoints to repair,0,0
pin swaps,4,3
setup buffers,0,1
gates cloned,1,0
==> layer usage <==
metal / wire length, µm / track usage (%) / vias to the layer above
met1: 313 / 2.71 / 128
li1: - / - / 153
met2: 397 / 4.65 / 6
met3: 67 / 0.455 / 0
met5: 0 / 0 / -
met4: 0 / 0 / 0
==> synthesized netlist by cell type <==
| library cell | count |
|---|---|
| sky130_fd_sc_hd__buf_6 | 1 |
| sky130_fd_sc_hd__nand2_1 | 1 |
| sky130_fd_sc_hd__mux2i_1 | 4 |
| sky130_fd_sc_hd__a22o_1 | 2 |
| sky130_fd_sc_hd__and2b_2 | 1 |
| sky130_fd_sc_hd__nor2_1 | 5 |
| sky130_fd_sc_hd__inv_1 | 3 |
| sky130_fd_sc_hd__a32o_1 | 1 |
| sky130_fd_sc_hd__or3b_1 | 1 |
| sky130_fd_sc_hd__mux2_2 | 1 |
| sky130_fd_sc_hd__o21ai_0 | 2 |
| sky130_fd_sc_hd__a21oi_1 | 1 |
| sky130_fd_sc_hd__buf_2 | 1 |
| sky130_fd_sc_hd__mux4_1 | 1 |
| sky130_fd_sc_hd__ha_1 | 7 |
==> layout make-up <==
class	instances	area (µm²)	area share (%)
multi-input combinational	27	264	50.4
timing repair buffer	23	189	36.0
tap	46	57.6	11.0
inverter	3	13.8	2.63
==> metrics by stage <==
| stage | util [%] | hold slack, ns |
|---|---|---|
| after global routing | 15.3 | 1.41 |
| final | 15.3 | 1.33 |
| after detailed placement | 14.7 | 1.88 |
| after floorplan | - | 0.900 |
| after CTS | 15.1 | 1.38 |
| after global placement | 14.7 | 1.89 |
Power is estimated from default activity; no workload was simulated.
