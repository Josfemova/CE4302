$ cat run.sh
#!/bin/bash
# OpenROAD 26Q1-2900-gdf79404cd8, Yosys 0.63+post, stock flow scripts
make -C /OpenROAD-flow-scripts/flow DESIGN_CONFIG=/design/flow/config.mk WORK_HOME=/design/flow/orfs finish
$ cat config.mk
export PLATFORM = sky130hd
export DESIGN_NAME = de10nano_pio
export DESIGN_NICKNAME = de10nano_pio
export VERILOG_FILES = /design/flow/design.v
export SDC_FILE = /design/flow/constraint.sdc
export NUM_CORES = 4
export LEC_CHECK = 1
export CORE_UTILIZATION = 40
$ cat design.v
module de10nano_pio #(
    parameter WIDTH = 32
) (
    output logic [7:0] LED,
    input [3:0] SW,
    input [1:0] KEY,
    inout [31:0] GPIO0,   
    inout [31:0] GPIO1,   
    input clk,
    input we,
    input [(WIDTH-1):0] wd,
    input [(WIDTH-1):0] addr,
    output reg [(WIDTH-1):0] rd
);
  logic [31:0] port_r;
  logic [ 7:0] LED_w;
  logic [31:0] GPIO0_w;   
  logic [31:0] GPIO1_w;   
  logic [31:0] GPIO0_r;   
  logic [31:0] GPIO1_r;   
  reg   [31:0] GPIO0_DIR;   
  reg   [31:0] GPIO1_DIR;   
  genvar i;
  generate
    for (i = 0; i < 32; i = i + 1) begin : gen_gpio_ctrl
      assign GPIO0[i]   = (GPIO0_DIR[i]) ? GPIO0_w[i] : 1'bz;
      assign GPIO0_r[i] = (GPIO0_DIR[i]) ? GPIO0_w[i] : GPIO0[i];
      assign GPIO1[i]   = (GPIO1_DIR[i]) ? GPIO0_w[i] : 1'bz;
      assign GPIO1_r[i] = (GPIO1_DIR[i]) ? GPIO1_w[i] : GPIO1[i];
    end
  endgenerate
  always @(*) begin
    LED = LED_w;
    case (addr[4:2])
      3'b001: begin
        port_r = {28'b0, SW};
      end
      3'b010: begin
        port_r = {30'b0, KEY};
      end
      3'b011: begin
        port_r = GPIO0_r;
      end
      3'b100: begin
        port_r = GPIO0_DIR;
      end
      3'b101: begin
        port_r = GPIO1_r;
      end
      3'b110: begin
        port_r = GPIO1_DIR;
      end
      default: begin
        port_r = 32'b0;
      end
    endcase
  end
  always @(posedge clk) begin
    rd <= port_r;
    if (we) begin
      case (addr[4:2])
        3'b000: LED_w <= wd[7:0];
        3'b011: GPIO0_w <= wd;
        3'b100: GPIO0_DIR <= wd;
        3'b101: GPIO1_w <= wd;
        3'b110: GPIO1_DIR <= wd;
      endcase
    end
  end
endmodule
$ cat constraint.sdc
current_design de10nano_pio

set clk_period 8.7
set clk_io_pct 0.2

create_clock -name clk0 -period $clk_period [get_ports {clk}]

set non_clock_inputs [all_inputs -no_clocks]
set_input_delay [expr $clk_period * $clk_io_pct] -clock clk0 $non_clock_inputs
set_output_delay [expr $clk_period * $clk_io_pct] -clock clk0 [all_outputs]
==> results.tsv <==
stage	metric	value	unit
synthesis	synth_cells	402	
clocking	cts-resized-gates	0	
die	die_w	128	um
clocking	cts_made_buffers	17	
synthesis	synth_cell_types	29	
synthesis	avgSynthCellArea	15.9	um^2
die	io_pins	176	
synthesis	ys.flops	168	
synthesis	ys_seq_share	74.0	%
synthesis	ys_cells	402	
clocking	cts_buffer_depth	2	
status	error	[error] [KeplerFormal.cpp:679] Workflow failed: Iso has multiple drivers: .GPIO00, GPIO1[0]$_DFFE_PP_.Q0	
placed_design	dpl.hpwl	7260	um
clocking	cts_num_sinks	168	
placed_design	io_buffers	82	
status	outcome	aborted with a tool error	
synthesis	syn_area	6390	um^2
synthesis	ys_area	6390	um^2
clocking	htree_num_levels	4	
placed_design	pre_cts_ws	4.27	ns
synthesis	area_leaders	edfxtp_1 (64%), dfxtp_1 (10%), a22o_1 (7.7%)	
synthesis	ys_warn_count	3	
synthesis	yosysTopAreaCell	edfxtp_1	
clocking	post_cts.repair.setup_buffers	0	
status	lastStage	clock tree synthesis	
synthesis	yosysTopAreaCellShare	63.9	%
die	fp_util	41.6	%
die	rows	45	
placed_design	place_congestion	0.772	
die	die_h	128	um
clocking	holdBufCountCts	0	
clocking	ctsRootBufferMaster	clkbuf_16	
[synthesized netlist by cell type (all sizes together)]
cell type and number:
nand4 1, nor2 32, edfxtp 136, buf 49, a32oi 2, a22oi 2
and3 1, nor4b 1, o211ai 3, a22o 56, o22a 2, nand2 4
nand3b 1, a31oi 1, dfxtp 32, nor2b 5, a21oi 27, nor4bb 1
clkbuf 6, nor3 1, nor3b 1, nand2b 2, mux2i 32, a211oi 2
a221o 2
[stage by stage]
stage / hold WS, ns / std cells / instance area [um^2] / total power, mW
3_3_place_gp: 0.472 / 651 / 7220 / 1.05
3_5_place_dp: 0.471 / 651 / 7220 / 1.05
2_1_floorplan: 0.449 / 402 / 6390 / 0.989
[cells by family after synthesis]
kind of cell	Yosys count	share of synthesized area, %
flops	168	74.0
compound gates	97	11.6
buf+inv	55	5.72
simple gates	50	3.72
mux	32	5.01
Power and IR drop assume default switching activity.
